**design/flow/design.v**
```verilog
module UART
(
    input CLK,
    input RESET,
    input BCLK,
    input WE,
    input CS,
    input [7:0] DI,
    input RXD,
    output reg BREAK,
    output reg RX_READY,
    output reg TX_EMPTY,
    output [7:0] DO,
    output reg TXD
);
    localparam CLK_PER_BIT = 4'd15;
    localparam CLK_PER_HBIT = 4'd7;
    localparam ONE = 1'b1;
    localparam ZERO = 1'b0;
    initial begin
        TXD = 1;
        BREAK = 0;
        RX_READY = 0;
        TX_EMPTY = 0;
    end
    reg rx_d1, rx_d2;
    reg TX_BUSY = ZERO;
    reg tx_ready = ZERO;
    reg RX_BUSY = ZERO;
    reg [7:0] tx_sreg = 0;
    reg [7:0] tx_data = 0;
    reg [7:0] rx_sreg = 0;
    reg [7:0] rx_data = 0;
    reg [3:0] tx_bit_cntr = 0;
    reg [3:0] tx_clk_cntr = 0;
    reg [3:0] rx_bit_cntr = 0;
    reg [3:0] rx_clk_cntr = 0;
    assign DO = rx_data;
    always @ (posedge CLK) begin
        if (RESET) begin
            TX_EMPTY <= ONE;
            TX_BUSY <= ZERO;
        end
        else begin
            if (CS & WE & TX_EMPTY) begin
                tx_data <= DI;
                tx_ready <= ONE;
                TX_EMPTY <= ZERO;
            end
            if (BCLK & !TX_BUSY & tx_ready) begin
                tx_bit_cntr <= 4'd10;
                tx_clk_cntr <= CLK_PER_BIT;
                tx_sreg <= tx_data;
                TXD <= ZERO;
                TX_BUSY <= ONE;
                TX_EMPTY <= ONE;
                tx_ready <= ZERO;
            end
            if (BCLK & TX_BUSY) begin
                if (tx_clk_cntr == 4'd0) begin
                    tx_clk_cntr <= CLK_PER_BIT;
                    if (tx_bit_cntr == 4'h0) begin
                        TX_BUSY <= ZERO;
                    end
                    else begin
                        tx_bit_cntr <= tx_bit_cntr - 4'd1;
                        TXD <= tx_sreg[0];
                        tx_sreg <= {1'b1, tx_sreg[7:1]};
                    end
                end
                else
                    tx_clk_cntr <= tx_clk_cntr - 4'd1;
            end
        end
    end
    always @ (posedge CLK) begin
        rx_d1 <= RXD;
        rx_d2 <= rx_d1;
        if (RESET) begin
            RX_READY <= ZERO;
            RX_BUSY <= ZERO;
            if (rx_d2) BREAK <= ZERO;
        end
        else begin
            if (CS & !WE) begin
                RX_READY <= ZERO;
            end
            if (BCLK & !RX_BUSY & !BREAK & !rx_d2) begin
                RX_BUSY <= ONE;
                rx_bit_cntr <= 4'h9;
                rx_clk_cntr <= CLK_PER_HBIT;
            end
            if (BCLK & RX_BUSY) begin
                if (rx_clk_cntr == 4'd0) begin
                    if (rx_bit_cntr == 4'h0) begin
                        RX_BUSY <= ZERO;
                        if (rx_d2) begin
                            rx_data <= rx_sreg;
                            RX_READY <= ONE;
                        end
                        else
                            BREAK <= ONE;
                    end
                    else begin
                        rx_sreg <= {rx_d2, rx_sreg[7:1]};
                        rx_bit_cntr <= rx_bit_cntr - 4'h1;
                        rx_clk_cntr <= CLK_PER_BIT;
                    end
                end
                else
                    rx_clk_cntr <= rx_clk_cntr - 4'd1;
            end
            if (BREAK & rx_d2) begin
                BREAK <= ZERO;
            end
        end
    end
endmodule
```
**design/flow/run.sh**
```bash
#!/bin/bash
# OpenROAD 26Q1-2900-gdf79404cd8, Yosys 0.63+post, stock flow scripts
make -C /OpenROAD-flow-scripts/flow DESIGN_CONFIG=/design/flow/config.mk WORK_HOME=/design/flow/orfs finish
```
**design/flow/config.mk**
```make
export PLATFORM = sky130hd
export DESIGN_NAME = UART
export DESIGN_NICKNAME = UART
export VERILOG_FILES = /design/flow/design.v
export SDC_FILE = /design/flow/constraint.sdc
export NUM_CORES = 4
export LEC_CHECK = 1
export CORE_UTILIZATION = 50
export SYNTH_HDL_FRONTEND = slang
```
**design/flow/constraint.sdc**
```tcl
current_design UART

set clk_period 3.1
set clk_io_pct 0.2

create_clock -name clk0 -period $clk_period [get_ports {CLK}]

set non_clock_inputs [all_inputs -no_clocks]
set_input_delay [expr $clk_period * $clk_io_pct] -clock clk0 $non_clock_inputs
set_output_delay [expr $clk_period * $clk_io_pct] -clock clk0 [all_outputs]
```
==> reports/metrics.cfg <==
[status]
status = finished, final reports clean

[clock_network]
clock-sinks = 57
clockBufferDepth = 2
post_cts_resized = 0
cts.clk_slew.worst_paths_ns = 0.06
clock_latency_ns = 0.32
post_cts_buffers = 0
holdBufCountCts = 0
numCtsBuffers = 9
ctsRootBufferMaster = clkbuf_8
cts_max_level = 3
cts_tree = yes

[synth]
top_cell = edfxtp_1
edf_count = 51
syn-instance-count = 181
ys_warn_count = 0
yosys_area_um2 = 2530
yosys.cell_types.count = 46
flop_cell = edfxtp_1
ys_cells = 181
synth_top_area_share_pct = 60.5
yosysSeqAreaShare_pct = 65.2
ys_async_sr_fraction_pct = 0
netlist_area_um2 = 2530
ys_seq_elements = 57
syn_avg_cell_area_um2 = 14.0
top_area_cell = edfxtp_1
yosys-top-cells-count = edfxtp_1 (51), inv_1 (13), nand2_1 (13)
area_leaders = edfxtp_1 (60%), dfxtp_1 (4.7%), mux2_2 (4.0%)

[power]
powerDensity_nw_per_um2 = 536
peakVddDrop_mv = 0.316
leakage_nw = 1.14

[global_route]
grt-ovfl-total = 0
grt_pass1_vias = 1495
grt_pass1_wl_mm = 6.62
grt_antenna_before_repair = 0
grt_max_degree = 17
grt_usage_pct = 17.4

[final_timing]
finalSetupViolations = 0
fin_skew_ns = 0.00792
relSlewSlack_pct = 59.7
timing.final.crit_period_ns = 2.26
report.final.slew_viol_count = 0
post-route-period-util_pct = 72.9
hold_viol = 0
setup_tns_ns = 0
fmax_mhz = 442
hold_slack_ns = 0.327
rsz0062_at_grt = no
tightest_slew_ns = 0.603

[floorplan]
io-pin-count = 26
die_y_um = 73.2
die_w_um = 73.2
die_area_um2 = 5350
core_util_floorplan_pct = 52.9
num_rows = 25
coreArea_um2 = 4790

[placement]
port-buffer-count = 25
dp_hpwl_mm = 2.76
place_congestion = 0.836

[critical_path]
worstPathMaxFanout = 11
cp-start-kind = register
cp-startpoint = tx_clk_cntr[0]
arrival_ns = 2.33
regToRegStartpoint = tx_clk_cntr[0]
required_ns = 3.17
critPathKind = reg2reg
cp-end-kind = register

[routing]
vias = 1521
viasPerCell = 5.30
wl_per_cell_um = 13.9
route.detailed.drc = 0
dr.pass1.iters = 4
route.antenna.diode_count = 0
drt-total-wl_mm = 4.00
dr.first_iter.drc_count = 69
ant_nets = 0

[flow_run]
warnings = 26
cap_violations = 0

[worst_hold_path]
hold_start = rx_d1
hold_class = reg2reg

[finish]
syn2layout_area_growth_pct = 20.7
fill_cells = 351
drive_gt1_share_pct = 15.9

==> sequential cells by signal, indices dropped and copies added, names as in the netlist, 4 cells and up <==
| register | cells |
|---|---|
| DO | 8 |
| rx_bit_cntr | 4 |
| rx_clk_cntr | 4 |
| rx_sreg | 8 |
| tx_bit_cntr | 4 |
| tx_clk_cntr | 4 |
| tx_data | 8 |
| tx_sreg | 8 |
==> cells by family after synthesis <==
family	count (synthesis)	synth area share (%)
AND/OR/NAND/NOR	51	12.2
XOR/XNOR	3	1.04
flip-flops	57	65.2
AND-OR/OR-AND	24	6.92
buffers and inverters	20	3.26
multiplexers	22	9.44
adder cells (fa/ha/maj)	4	1.98
==> layout by cell type, fill, tap and decap left out, types with 4 or more instances in the layout <==
| master | n |
|---|---|
| edfxtp_1 | 51 |
| nor3_1 | 4 |
| ha_1 | 4 |
| nand2_1 | 13 |
| o21ai_0 | 5 |
| mux2_1 | 6 |
| buf_4 | 5 |
| and2_1 | 4 |
| inv_1 | 13 |
| clkbuf_8 | 9 |
| dfxtp_1 | 6 |
| nor2_1 | 9 |
| clkdlybuf4s50_1 | 25 |
| mux2i_1 | 7 |
| mux2_2 | 9 |
==> per-layer routing <==
metal | GRT usage [%] | wire, um | up-vias
met1 | 28.8 | 1920 | 731
met4 | 3.49 | 87 | 0
li1 | - | - | 751
met3 | 3.92 | 160 | 9
met2 | 26.0 | 1830 | 30
met5 | 0 | 0 | -
==> report_power, final <==
group	internal (mW)	switching, mW	leakage [nW]	total (mW)
Clock	0.362	0.272	0.0978	0.634
Sequential	0.870	0.0216	0.517	0.892
Combinational	0.0621	0.0502	0.521	0.112
==> path summary, 6_finish.rpt <==
check / to / slack [ns] / depth (start not counted)
min: rx_d2 / 0.33 / 0
min reg2reg: rx_d2 / 0.33 / 0
max reg2reg: tx_sreg[5] / 0.84 / 5
max: tx_sreg[5] / 0.84 / 5
==> worst max-delay path: stages, from the launching register on <==
cell      delay, ns
edfxtp_1       0.41
inv_1          0.08
ha_1           0.18
nor3b_2        0.35
nand3b_1       0.50
mux2_1         0.49
==> through the flow <==
| step | utilization (%) | total power [mW] | cell area [um2] | setup WS, ns | std cells |
|---|---|---|---|---|---|
| floorplan | - | 0.976 | 2530 | 0.879 | 181 |
| global route | 63.8 | 1.70 | 3060 | 0.709 | 287 |
| CTS | 63.8 | 1.65 | 3060 | 0.812 | 287 |
| finish | 63.8 | 1.64 | 3060 | 0.839 | 287 |
| detailed placement | 60.0 | 1.02 | 2870 | 0.527 | 271 |
| global placement | 60.0 | 1.02 | 2870 | 0.560 | 271 |
==> layout make-up <==
class                           instances  area (um2)  share of cell area [%]
Sequential cell                        57        1650                    54.1
Multi-Input combinational cell        104         798                    26.1
Timing Repair Buffer                   30         288                    9.42
Clock buffer                            9         124                    4.05
Tap cell                               67        83.8                    2.74
Clock inverter                          7        61.3                    2.01
Inverter                               13        48.8                    1.60
No activity file was given, so power comes from the tool's default toggle rates.
