## design/flow/run.sh

```bash
#!/bin/bash
# OpenROAD 26Q1-2900-gdf79404cd8, Yosys 0.63+post, stock flow scripts
make -C /OpenROAD-flow-scripts/flow DESIGN_CONFIG=/design/flow/config.mk WORK_HOME=/design/flow/orfs finish
```

## design/flow/config.mk

```make
export PLATFORM = sky130hd
export DESIGN_NAME = NEC_IR
export DESIGN_NICKNAME = NEC_IR
export VERILOG_FILES = /design/flow/design.v
export SDC_FILE = /design/flow/constraint.sdc
export NUM_CORES = 4
export LEC_CHECK = 1
export CORE_UTILIZATION = 40
export SYNTH_HDL_FRONTEND = slang
```

## design/flow/constraint.sdc

```tcl
current_design NEC_IR

set clk_period 4.9
set clk_io_pct 0.2

create_clock -name clk0 -period $clk_period [get_ports {CLK}]

set non_clock_inputs [all_inputs -no_clocks]
set_input_delay [expr $clk_period * $clk_io_pct] -clock clk0 $non_clock_inputs
set_output_delay [expr $clk_period * $clk_io_pct] -clock clk0 [all_outputs]
```

## design/flow/design.v

```verilog
module NEC_IR(CLK, CLK_10U, RESET, CS, IR, READY, DO);
    input CLK;
    input CLK_10U;
    input RESET;
    input CS;
    input IR;
    output reg READY = 0;
    output reg [15:0] DO = 0;
    reg [2:0] state = 0;
    reg ir0 = 1;
    reg ir1 = 1;
    reg active_edge = 0;
    reg [13:0] time_out = 0;
    reg [5:0] bit_cnt = 0;
    reg [31:0] shift = 0;
    always @ (posedge CLK) begin
        if (CS) begin
            READY <= 0;
        end
        if (RESET) begin
            READY <= 0;
            state <= 0;
        end
        else if (CLK_10U) begin
            ir0 <= IR;
            ir1 <= ir0;
            if (ir1 & ~ir0) active_edge <= 1;
            else            active_edge <= 0;
            casex (state)
            3'd0: begin
                if (active_edge) begin
                    state <= 1;
                    time_out <= 850;
                end
            end
            3'd1: begin
                time_out <= time_out - 14'd1;
                if (ir1) state <= 6;
                else if (time_out == 0) begin
                    bit_cnt <= 32;
                    time_out <= 600;
                    state <= 2;
                end
            end
            3'd2: begin
                time_out <= time_out - 14'd1;
                if (time_out == 0) state <= 6;
                else if (active_edge) begin
                    shift <= {time_out[7], shift[31:1]};
                    time_out <= 425;
                    bit_cnt <= bit_cnt - 3'd1;
                    if (bit_cnt == 0) state <= 3;
                end
            end
            3'd3: begin
                if (shift[31:24] == ~shift[23:16] &&
                    shift[15:8] == ~shift[7:0]) begin
                        READY <= 1;
                        DO <= {shift[7:0], shift[23:16]};
                end
                state <= 7;
                time_out <= 100;
            end
            3'd6: begin
                state <= 7;
                time_out <= 10000;
            end
            3'd7: begin
                if (time_out == 0) state <= 0;
                else time_out <= time_out - 14'd1;
            end
            endcase
        end
    end
endmodule
```

==> flow_summary_export.csv <==
group,metric,value,unit
outcome,outcome,"completed",
final_timing,fmaxAchievable,0.379,GHz
final_timing,setup_tns,0,ns
worst_setup_path,endpoint_kind,"register",
final_timing,slew_headroom,58.3,%
drt,drt-pass1-iter-count,4,
final_timing,skew,0.00951,ns
die,die_h,92.8,um
worst_setup_path,crit_path_start_kind,"register",
synth,largest_area_cell,"edfxtp_1",
drt,insertedDiodeCount,0,
die,chipArea,8610,um2
drt,via_count,1990,
synth,synth_chip_area,3300,um2
synth,synth_seq_share,68.9,%
global_route,grt_overflow,0,
clocking,cts.clk_slew.worst_paths,0.08,ns
global_route,grt_use_total,14.7,%
synth,yosys_cells,230,
cells_and_area,drive_above_1_share,10.8,%
place,placed_area,3660,um2
final_timing,slew_viol_final,0,
die,die_x,92.8,um
cells_and_area,final_cell_area,3840,um2
cells_and_area,fillCellCount,695,
synth,postSynthCellCount,230,
flow_run,warning_count,27,
global_route,grt_max_degree,33,
clocking,cts_num_sinks,78,
global_route,antenna_found_initial,0,
final_timing,setup_violations,0,
cells_and_area,area_growth_syn_to_layout,16.6,%
die,std_cell_rows,32,
clocking,h-tree-depth,3,
synth,synth.distinct_cells,38,
flow_run,drv_cap,0,
worst_setup_path,cp_max_fo,8,
clocking,cts_buffer_depth,2,
final_timing,tightestPinTransition,0.621,ns
drt,drtIter0Drc,117,
die,fp-utilization,42.0,%
synth,synthArstFlopShare,0,%
synth,syn_area,3300,um2
worst_setup_path,critPathKind,"register to register",
worst_hold_path,hold_class,"register to register",
global_route,grt_pass1_wl,9270,um
drt,avgViaCountPerCell,5.36,
worst_setup_path,cp.arrival,2.63,ns
global_route,first_global_vias,1849,
synth,area_leaders,"edfxtp_1 (65%), dfxtp_1 (4.3%), xnor2_1 (4.3%)",
drt,ant_nets,0,
final_timing,grt_setup_unrepaired,"no",
place,dpl.hpwl,3870,um
synth,synth.most_common_cell,"edfxtp_1",
synth,syn_area_per_cell,14.3,um2
clocking,post_cts_resized,0,
place,io_buffer_count,21,
synth,synthFlopType,"edfxtp_1",
die,coreArea,7850,um2
synth,top_cells_by_count,"edfxtp_1 (71), xnor2_1 (16), xor2_1 (15), a21oi_1 (11), nor2_1 (11)",
clocking,cts_buffers,9,
pwr,power_density,314,nW/um2
pwr,vdd_drop_max,0.223,mV
clocking,cts_setup_buffers,0,
clocking,cts_root_buf,"clkbuf_8",
final_timing,hold_viol,0,
final_timing,min_period,2.64,ns
clocking,clk_latency,0.35,ns
drt,wl_per_cell,15.3,um
clocking,ctsHoldBuffers,0,
pwr,leakagePower,1.19,nW
synth,yosys_warnings,0,
drt,drc,0,
worst_setup_path,critical_path_required,4.89,ns
synth,edf_count,71,
final_timing,finalCritPeriodShare,53.9,%
clocking,cts_tree,"yes",
place,gp_congestion,0.883,
synth,top_area_share,64.7,%
synth,numSynthFlops,78,
die,io_pins,22,
drt,totalWireLength,5690,um
## metal layers
metal  share of wire [%]  routed length, um  vias to the layer above  global-route usage [%]
li1                    -                  -                      950                       -
met1                  46               2620                      974                    25.0
met2                  47               2690                       59                    21.8
met3                 5.6                319                        7                    3.59
met4                 1.2                 70                        0                    1.92
met5                   0                  0                        -                       0
## flip-flops by register name (all words and copies together) (netlist names)
register and count:
shift 32, bit_cnt 6, time_out 14, ir0 1
ir1 1, state 6, DO 16, READY 1
active_edge 1
## placed cells by master (no fill, tap or decap), types with 2 or more instances in the layout
cell type	instances
nand4b_1	2
edfxtp_1	71
a211oi_1	2
nor4_1	5
and2_1	3
clkdlybuf4s50_1	21
a211oi_2	2
o21ai_0	9
o211ai_1	5
nand2b_1	2
ha_1	4
and3_1	2
clkbuf_8	9
xnor2_1	16
xor2_1	15
nand2_1	8
nor3_1	9
clkinvlp_4	2
dfxtp_1	7
inv_6	3
a41oi_1	2
inv_1	10
nand3_1	8
nor2_1	10
nor2b_1	3
or3_1	2
a21oi_1	11
nand4_1	6
buf_4	4
## report_power, final
group          internal, mW  switching, mW  total, mW
Combinational        0.0153         0.0220     0.0373
Clock                 0.189          0.247      0.436
Sequential            0.725        0.00858      0.734
## critical path, stage by stage, from the launching register on
cell and delay (ns):
edfxtp_1 0.50, nor4_4 0.51, nand4_1 0.29, or3_4 0.45
a221oi_2 0.54
## stage by stage
stage | std cells | util (%) | setup slack (ns) | hold slack, ns | power (mW)
2_1_floorplan | 230 | - | 1.91 | 0.427 | 0.771
3_3_place_gp | 355 | 46.7 | 2.02 | 0.434 | 0.786
4_1_cts | 371 | 49.0 | 2.26 | 0.456 | 1.22
5_1_grt | 371 | 49.0 | 2.06 | 0.474 | 1.25
3_5_place_dp | 355 | 46.7 | 1.95 | 0.438 | 0.786
6_report | 371 | 49.0 | 2.26 | 0.454 | 1.21
## logic make-up (layout without fill, tap and decap cells)
| kind of cell | count (synthesis) | in the layout | share of synthesized area, % |
|---|---|---|---|
| flip-flops | 78 | 78 | 68.9 |
| AND/OR/NAND/NOR | 68 | 68 | 12.0 |
| AND-OR/OR-AND | 37 | 37 | 7.97 |
| XOR/XNOR | 31 | 31 | 8.24 |
| adder cells (fa/ha/maj) | 4 | 4 | 1.52 |
| buffers and inverters | 12 | 51 | 1.37 |
## final timing paths
path | startpoint | cells past startpoint | slack [ns] | end
worst max register to register | time_out[5] | 4 | 2.26 | bit_cnt[4]
worst min-delay path | ir0 | 0 | 0.45 | ir1
worst min register to register | ir0 | 0 | 0.45 | ir1
worst max-delay path | time_out[5] | 4 | 2.26 | bit_cnt[4]
## layout make-up
cell class / instances / area, um2 / area share (%)
Timing Repair Buffer: 25 / 240 / 6.25
Tap cell: 102 / 128 / 3.32
Multi-Input combinational cell: 140 / 986 / 25.7
Inverter: 10 / 37.5 / 0.977
Sequential cell: 78 / 2270 / 59.1
Clock inverter: 7 / 55.1 / 1.43
Clock buffer: 9 / 124 / 3.22
Power and IR drop assume default switching activity.
