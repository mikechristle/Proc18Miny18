[design/flow/config.mk]
export PLATFORM = sky130hd
export DESIGN_NAME = Divider
export DESIGN_NICKNAME = Divider
export VERILOG_FILES = /design/flow/design.v
export SDC_FILE = /design/flow/constraint.sdc
export NUM_CORES = 4
export LEC_CHECK = 1
export CORE_UTILIZATION = 30
export SYNTH_HDL_FRONTEND = slang
[design/flow/constraint.sdc]
current_design Divider

set clk_period 10.9
set clk_io_pct 0.2

create_clock -name clk0 -period $clk_period [get_ports {CLK}]

set non_clock_inputs [all_inputs -no_clocks]
set_input_delay [expr $clk_period * $clk_io_pct] -clock clk0 $non_clock_inputs
set_output_delay [expr $clk_period * $clk_io_pct] -clock clk0 [all_outputs]
[design/flow/design.v]
module Divider(CLK, CS, WE, SN, AD, DI, DO, DONE);
    input CLK;
    input CS;
    input WE;
    input SN;
    input AD;
    input [17:0] DI;
    output DONE;
    output [17:0] DO;
    reg [17:0] num = 0;  
    reg [17:0] den = 0;  
    reg [17:0] quo = 0;  
    reg [17:0] rem = 0;  
    reg neg_quo = 0;  
    reg neg_rem = 0;  
    reg [4:0] cnt = 0;
    assign DONE = cnt == 0;
    assign DO = (!AD & !neg_quo) ? quo :
                (!AD &  neg_quo) ? (~quo) + 1 :
                ( AD & !neg_rem) ? rem :
                (~rem) + 1;
    always @ (posedge CLK) begin
        casex ({CS, WE, AD})
            3'b110: begin
                if (SN && DI[17]) begin
                    neg_quo = 1;
                    neg_rem = 1;
                    num = (~DI) + 1;
                end
                else begin
                    neg_quo = 0;
                    neg_rem = 0;
                    num = DI;
                end
            end
            3'b111: begin
                if (SN && DI[17]) begin
                    neg_quo = !neg_quo;
                    den = (~DI) + 1;
                end
                else begin
                    den = DI;
                end
                quo = 0;
                rem = 0;
                cnt = 18;
            end
        endcase
        if (!DONE) begin
            rem = {rem[16:0], num[17]};
            num = {num[16:0], 1'd0};
            if (rem >= den) begin
                rem = rem - den;
                quo = {quo[16:0], 1'd1};
            end
            else begin
                quo = {quo[16:0], 1'd0};
            end
            cnt = cnt - 1;
        end
    end
endmodule
[design/flow/run.sh]
#!/bin/bash
# OpenROAD 26Q1-2900-gdf79404cd8, Yosys 0.63+post, stock flow scripts
make -C /OpenROAD-flow-scripts/flow DESIGN_CONFIG=/design/flow/config.mk WORK_HOME=/design/flow/orfs finish
==> flow_summary.yaml <==
# physical design summary
setup_path:
  timing.critical_path.slowest_cell_delay_ns: 0.50
  end_point_of_the_critical_path: "DO[16]"
  rr_worst_depth: 9
  max_stage_delay_cell_worst_path: "sky130_fd_sc_hd__clkdlybuf4s50_1"
  r2r_slack_ns: 7.67
  timing.critical_path.from_type: "input port"
  reg2reg_from: "rem[8]$_DFF_P_"
  cp.required_ns: 8.72
  timing.critical_path.mode_cell: "sky130_fd_sc_hd__clkdlybuf4s50_1"
  path_cells: "clkdlybuf4s50_1, buf_4, nor2b_1, a41oi_1, a21oi_1, xnor2_1, nand2_1, o21ai_0, clkdlybuf4s50_1"
  worstSetupEndpointType: "output port"
  r2r_end: "rem[17]$_DFFE_PP_"
  cp_max_fo: 41
  worst_endpoint_data_arrival_time_ns: 4.46
  timing_worst_setup_path_type: "input port to output port"
  timing_startpoint_of_the_critical_path: "AD"
sta:
  final_max_slew_viol_count: 0
  maxClockFrequency_mhz: 150.7
  period_needed_ns: 6.635
  min_period_over_period_pct: 60.87
  rsz0062_at_grt: "no"
  final-setup-viol-count: 0
  hold_viol_final: 0
  worst_slew_margin_rel_pct: 45.42
  finalSetupTns_ns: 0
  finalClockSkew_ns: 0.009401
  tightest_slew_ns: 0.8187
power_and_ir_drop:
  lkg_pwr_nw: 2.512
  power_per_cell_area_nw_per_um2: 289.8
  vdd_ir_drop_max_mv: 0.1023
routing:
  route.detailed.wl_per_inst_um: 13.67
  detailroute.via_count: 4664
  via_per_inst: 4.983
  remaining_drc_errors: 0
  route.antenna.diode_count: 0
  routed_wl_mm: 12.79
  drtPass1Iterations: 4
  antenna_left: 0
  drtIter0Drc: 291
finish:
  most-common-layout-cells: "117 x sky130_fd_sc_hd__nand2_1, 75 x sky130_fd_sc_hd__dfxtp_1, 74 x sky130_fd_sc_hd__a21oi_1"
  post_layout_nonfiller_instances: 936
  area_growth_syn_to_layout_pct: 16.05
  layout-drive-gt1-share_pct: 5.626
  layout_top_cell: "sky130_fd_sc_hd__nand2_1"
  n_fill_cell: 1751
logic_synthesis:
  ys_seq_share_pct: 30.33
  synth-simple-area-share_pct: 21.06
  syn-mean-instance-area_um2: 7.816
  synth_area_leader_cell: "sky130_fd_sc_hd__dfxtp_1"
  aoi_share_pct: 19.31
  postSynth.topFlopCell: "sky130_fd_sc_hd__dfxtp_1"
  synth.cellmix.xorXnorShare_pct: 10.16
  post_synth_main_logic_family: "simple AND/OR/NAND/NOR gates"
  netlist-cell-type-count: 55
  synth-edff-count: 4
  synthCells: 684
  synth-adder-area-share_pct: 5.523
  top_area_share_pct: 28.08
  synth_flops: 79
  yosys-mux-area-fraction_pct: 8.425
  synth.top_cells.by_area: "sky130_fd_sc_hd__dfxtp_1 28%, sky130_fd_sc_hd__nand2_1 8.2%, sky130_fd_sc_hd__a21oi_1 6.9%, sky130_fd_sc_hd__ha_1 5.1%, sky130_fd_sc_hd__xnor2_1 5.1%"
  synth.yosys.num_cells: 684
  async_flop_share_pct: 0
  synth_warnings: 0
  synth.cell_area_um2: 5346
  ys_area_um2: 5346
floorplan:
  floorplan.core_util_pct: 30.80
  io-pin-count: 42
  die_x_extent_um: 135.5
  chip_area_um2: 18360
  fp-row-count: 48
  die_height_um: 135.5
  design.core.area_um2: 17360
global_route:
  antenna_found_initial: 0
  grt_pass1_wl_mm: 21.30
  first_global_vias: 4281
  grt_overflow: 0
  largest_net_degree_at_the_start_of_global_routing: 71
  track_usage_pct: 14.82
min_path:
  min_delay_path_class: "flop to flop"
clock_tree:
  tritoncts: "built"
  cts-root-buf: "sky130_fd_sc_hd__clkbuf_16"
  holdBufCountCts: 0
  max-clock-path-buffers: 2
  clock_latency_ns: 0.35
  cts_made_buffers: 9
  clkSinkCount: 79
  clock_edge_transition_at_the_registers_on_the_reported_setup_and_hold_paths_ns: 0.06
  cts_htree_levels: 3
  post-cts-setup-buffers: 0
  post_cts.resized_instances: 0
placed_design:
  port_buffers: 41
  place.detailed.instances: 920
  dpl.hpwl_mm: 9.345
  place.gp.congestion: 0.8877
flow_run:
  warning_count: 25
  timing.max_cap.violations: 0
status:
  status: "complete, no violations"
[through the flow]
step	power, W	setup slack (ns)	util, %	instance area (um2)	hold slack, ns
2_1_floorplan	0.001254	5.363	-	5346	0.4309
3_3_place_gp	0.001505	4.094	34.12	5922	0.4445
3_5_place_dp	0.001502	4.076	34.12	5922	0.4470
4_1_cts	0.001803	4.254	35.75	6205	0.4559
5_1_grt	0.001961	4.008	35.75	6205	0.4830
6_report	0.001798	4.265	35.75	6205	0.4578
[state kept, by name, indices dropped and copies added (netlist names)]
name / cells
cnt: 5
den: 18
neg_quo: 1
neg_rem: 1
num: 18
quo: 18
rem: 18
[worst max-delay path, delay by kind of cell]
family	cells	cell delay, ns
AND/OR/NAND/NOR	2	0.36
XOR/XNOR	1	0.14
AND-OR/OR-AND	3	0.47
buffers and inverters	3	1.30
[layout make-up]
class	count	area, um2	area share [%]
Tap cell	225	281.5	4.537
Timing Repair Buffer	46	447.9	7.219
Sequential cell	79	1622	26.13
Inverter	33	123.9	1.996
Multi-Input combinational cell	537	3447	55.56
Clock buffer	11	242.7	3.912
Clock inverter	5	40.04	0.6453
[Yosys cell counts (4+ instances only)]
library cell               count
sky130_fd_sc_hd__a21oi_1      74
sky130_fd_sc_hd__a31oi_1       4
sky130_fd_sc_hd__and2_1       21
sky130_fd_sc_hd__and3_1        4
sky130_fd_sc_hd__clkbuf_1     27
sky130_fd_sc_hd__dfxtp_1      75
sky130_fd_sc_hd__edfxtp_1      4
sky130_fd_sc_hd__ha_1         22
sky130_fd_sc_hd__inv_1        32
sky130_fd_sc_hd__mux2i_1      18
sky130_fd_sc_hd__mux4_2       11
sky130_fd_sc_hd__nand2_1     117
sky130_fd_sc_hd__nand2b_1      8
sky130_fd_sc_hd__nand3_1       8
sky130_fd_sc_hd__nand4_1       4
sky130_fd_sc_hd__nor2_1       47
sky130_fd_sc_hd__nor2b_1       5
sky130_fd_sc_hd__nor3_1        8
sky130_fd_sc_hd__nor4_1        5
sky130_fd_sc_hd__o211ai_1      6
sky130_fd_sc_hd__o21a_1       10
sky130_fd_sc_hd__o21ai_0      45
sky130_fd_sc_hd__o31ai_1      10
sky130_fd_sc_hd__o41ai_1       6
sky130_fd_sc_hd__or3_1         4
sky130_fd_sc_hd__or4_1         6
sky130_fd_sc_hd__xnor2_1      31
sky130_fd_sc_hd__xor2_1       31
[cells by family (layout without fill, tap and decap cells)]
group,after synthesis,count (layout)
AND/OR/NAND/NOR,246,246
buffers and inverters,68,95
flip-flops,79,79
multiplexers,31,31
AND-OR/OR-AND,175,175
XOR/XNOR,62,62
adder cells (fa/ha/maj),23,23
[how the worst min path moves through the flow]
| stage | from | slack (ns) | cells past startpoint | endpoint |
|---|---|---|---|---|
| CTS | num[0]$_SDFF_PN0_ | 0.46 | 2 | num[0]$_SDFF_PN0_ |
| global route | quo[0]$_DFF_P_ | 0.48 | 2 | quo[1]$_DFF_P_ |
| finish | num[0]$_SDFF_PN0_ | 0.46 | 2 | num[0]$_SDFF_PN0_ |
[layer usage]
| layer | vias to the layer above | track usage (%) | wire length (um) |
|---|---|---|---|
| met4 | 0 | 2.060 | 215 |
| li1 | 2429 | - | - |
| met5 | - | 0 | 0 |
| met2 | 88 | 23.50 | 5635 |
| met3 | 14 | 2.291 | 595 |
| met1 | 2133 | 22.07 | 6346 |
[power breakdown]
| group | switching, W | internal (W) |
|---|---|---|
| Combinational | 0.000522 | 0.000473 |
| Sequential | 0.000103 | 0.000411 |
| Clock | 0.000126 | 0.000162 |
| Total | 0.000752 | 0.00105 |
Power and IR drop assume default switching activity.
